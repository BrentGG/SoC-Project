--- flow/run.sh ---
#!/bin/bash
# OpenROAD 26Q1-2900-gdf79404cd8, Yosys 0.63+post, stock flow scripts
make -C /OpenROAD-flow-scripts/flow DESIGN_CONFIG=/design/flow/config.mk WORK_HOME=/design/flow/orfs finish
--- flow/config.mk ---
export PLATFORM = sky130hd
export DESIGN_NAME = freqCounters
export DESIGN_NICKNAME = freqCounters
export VERILOG_FILES = /design/flow/design.v
export SDC_FILE = /design/flow/constraint.sdc
export NUM_CORES = 4
export LEC_CHECK = 1
export CORE_UTILIZATION = 30
--- flow/constraint.sdc ---
current_design freqCounters

set clk_period 4.5
set clk_io_pct 0.2

create_clock -name clk0 -period $clk_period [get_ports {clk100M}]
create_clock -name clk1 -period $clk_period [get_ports {clkToBeMeasured}]

set non_clock_inputs [all_inputs -no_clocks]
set_input_delay [expr $clk_period * $clk_io_pct] -clock clk0 $non_clock_inputs
set_output_delay [expr $clk_period * $clk_io_pct] -clock clk0 [all_outputs]
--- flow/design.v ---
`timescale 1ns / 1ps
module freqCounters(
    input clk100M,
    input clkToBeMeasured,
    input enableCount,
    input reset,
    input selA_BNOT,
    output [27:0] count
    );
reg [27:0]clockActivity = 28'd0;
reg [27:0]counter100M 	= 28'd0;
reg [27:0]counterDUT 	= 28'd0;
reg state					= 1'b0;
always @(posedge clk100M) begin
	if(reset==1'b1) begin
		counter100M <= 28'd0;
	end else if(enableCount==1'b1) begin
		counter100M <= counter100M + 1;
	end
end
always @(posedge clkToBeMeasured or posedge reset) begin
	if(reset==1'b1) begin
		counterDUT <= 28'd0;
	end else if(enableCount==1'b1) begin
		counterDUT <= counterDUT + 1;
	end
end
assign count[27:0] = (selA_BNOT) ? counter100M[27:0] : counterDUT[27:0];
endmodule
==> run notes <==
The run has ended; figures from its reports follow.

The maximum resistive drop on vdd is 0.2135 mV. The worst hold path class is reg -> reg. The floorplan step set the die height to 100.4 microns. Setup repair after global routing left no endpoint under its margin.

The category of the worst setup path launch point is an input pin. The estimated wirelength of the detail-placed design came out at 4577 microns. The met2 routing resource usage after global routing came out at 20.65%. The launch point of the worst path is selA_BNOT. The number of antenna violations at the first check in global routing came to 0.

In this run, synthesis produced a sequential element count of 56. The wire length after detailed routing is 6422 microns. The wire length of the first global-routing pass came out at 10580 microns. According to the timing report, the data required time at the worst endpoint equals 3.60 ns. The floorplan report gives the top-level pin count as 33. Counting flops with a built-in enable in the synthesized netlist gives 0. The area inside the core boundary is 9328 sq um.

The post-synthesis cell area is 2904 sq um. The number of iterations in the first detailed-routing pass came out at 4. By count the netlist is led by 28 x sky130_fd_sc_hd__dfrtp_1, 28 x sky130_fd_sc_hd__dfxtp_1, 28 x sky130_fd_sc_hd__xnor2_1, 26 x sky130_fd_sc_hd__mux2_2, 22 x sky130_fd_sc_hd__nand4_1. STA puts the critical path data arrival time at 2.53 ns. The main area contributors are sky130_fd_sc_hd__dfrtp_1 24%, sky130_fd_sc_hd__dfxtp_1 19%, sky130_fd_sc_hd__mux2_2 10%, sky130_fd_sc_hd__xnor2_1 8.4%, sky130_fd_sc_hd__nand4_1 4.7%. The met3 layer usage reported by global route is 2.479%. The post-cts sizing count came out at 0.

The most used routing layer is met2. The row count came out at 35. The category of the critical setup timing path is in -> out.

The residual overflow from global routing came out at 0. The signal on the critical path passes through clkdlybuf4s50_1 -> buf_4 -> mux2_2 -> clkdlybuf4s50_1. Per the log, the first TritonRoute iteration ended with a DRC count of 63. The cell total in the yosys stat output is 298. The via count of the first global-routing pass is 2088. The residual DRC count came out at 0. Per the detail_route report, the via count comes to 2267.

The tally of yosys warning messages came out at 1. Per the final report, max-transition violations number 0. The die boundary width came out at 100.4 microns. The chip footprint is 10080 sq um. The transition at the pin with the smallest max-transition slack came out at 0.6450 ns. The leakage dissipation came out at 1.282 nW. The mean area per synthesized cell came out at 9.745 sq um.

The run finished with clean final reports. In this run the critical register-to-register path is launched from counter100M[0]. The count of endpoints failing setup in the final report is 0.

The total global routing track utilization is 13.30%. For this design, the slowest cell found on the critical path is sky130_fd_sc_hd__clkdlybuf4s50_1. The synthesized design spends more area on one cell type than any other, namely sky130_fd_sc_hd__dfrtp_1. The area used by multi-input combinational logic came out at 1543 sq um. The routability congestion estimate is 0.8122. The CTS tree is yes. For flop-to-flop paths, the worst setup slack is 2.51 ns. Post-CTS timing repair inserted 0 buffers for setup. OpenSTA lists the critical path endpoint as count[15]. Summed over its instances, the top area cell type makes up 24.13% of the synthesized netlist area. The antenna cell count came out at 0.

The worst setup path is captured at an output pin. The depth of the worst register-to-register path is 5. The most common cell type on the critical path is sky130_fd_sc_hd__clkdlybuf4s50_1. The CTS log lists the clock sinks for this run as 56.

Counting flops with an async set or reset pin after synthesis yields a share of 50.00%. In the routed layout, each cell is associated on average with a via count of 5.015. The longest individual stage delay on the worst path came out at 0.45 ns. The clock-pin slew of the registers on the worst-case setup and hold paths came out at 0.09 ns. The sum of internal, switching and leakage power came out at 0.001001 W. The portion of the post-synthesis area used by sequential elements is 43.43%. The largest net degree at the start of global routing is 32. The power density of the placed cells came out at 293.2 nW/um^2. The final standard cell count with taps included and fillers excluded is 452. The sequential cell area is 1261 sq um. The number of port buffers came out at 31. Once detail routing completed, the nets flagged for antenna violations numbered 0. Synthesis handed over a netlist of 298 instances. The number of maximum-capacitance violations came out at 0. The endpoint of the worst register-to-register path is counter100M[16].

Synthesis instantiated 31 different standard cells from the library. The report puts the hold buffer count at CTS at 0. The worst clock skew is 0.003348 ns. In the final timing run, aggregate negative setup slack is 0 ns. Per the run report, area growth between synthesis and finish was 17.54%. The post-synthesis chip area from yosys is 2904 sq um.

The number of endpoints with negative hold slack in the final report is 0. The starting density of the core came out at 31.13%. The placed instance count is 445. The met1 layer usage reported by global route came out at 20.08%. After detailed routing, the average wire length per cell comes to 14.21 microns.

The number of warning messages in the logs is 26. The ratio of cells with drive above 1 in the final layout came out at 12.07%. The worst-case headroom to the max-slew limit is 56.67%.

The filler cells instantiated in the layout total 893. The largest fanout on the critical path came out at 31. The most common flop cell mapped by yosys is sky130_fd_sc_hd__dfxtp_1.
## per-stage QoR
stage	hold WS, ns	cell area (sq um)	util, %	setup slack (ns)
global placement	0.4665	3317	35.56	1.080
detailed placement	0.4719	3317	35.56	1.068
CTS	0.4855	3413	36.59	1.068
floorplan	0.4421	2904	-	2.033
finish	0.4817	3413	36.59	1.075
global route	0.5106	3413	36.59	1.014
## how the worst min path moves through the flow
stage	slack, ns	from	to	cells past startpoint
after CTS	0.49	counterDUT[27]	counterDUT[27]	1
after global routing	0.51	counterDUT[27]	counterDUT[27]	1
final	0.48	counterDUT[27]	counterDUT[27]	1
## registers in the layout, indices dropped and copies added, names as in the netlist
name,flops
counter100M,28
counterDUT,28
## metal layers
metal,up-vias,part of all wire [%]
li1,1132,-
met1,1093,48
met2,36,46
met3,6,4.2
met4,0,1.4
met5,-,0
## layout by cell type (no fill, tap or decap), drive strengths merged
master / n
a21oi: 14
and2: 3
and3: 10
and4: 9
buf: 3
clkbuf: 7
clkdlybuf4s50: 31
dfrtp: 28
dfxtp: 28
ha: 2
inv: 5
mux2: 26
mux2i: 1
nand2: 20
nand3: 20
nand4: 24
nor2: 18
nor3: 1
o211ai: 1
o21ai: 11
o31ai: 6
or3: 7
or4: 8
or4b: 1
xnor2: 28
xor2: 11
## cell families (layout without fill, tap and decap cells)
kind of cell             after synthesis  count (layout)  synth area share, %
buffers and inverters                 21              46                3.447
adder cells (fa/ha/maj)                2               2               0.8616
AND-OR/OR-AND                         32              32                6.118
flip-flops                            56              56                43.43
XOR/XNOR                              39              39                11.76
multiplexers                          27              27                10.43
AND/OR/NAND/NOR                      121             121                23.95
## cell type report
class,instances,area share (%)
Clock buffer,7,2.823
Inverter,5,0.5499
Multi-Input combinational cell,221,45.20
Sequential cell,56,36.95
Tap cell,129,4.729
Timing Repair Buffer,34,9.751
## where the power goes
group          switching [W]  internal, W
sequential         0.0000495     0.000531
combinational      0.0000476    0.0000793
clock               0.000155     0.000138
total               0.000252     0.000749
## critical path: cells and delay by family
| kind | cells | cell delay (ns) |
|---|---|---|
| mux | 1 | 0.40 |
| buf+inv | 3 | 1.21 |
Power is estimated from default activity; no workload was simulated.
